==> /design/flow/design.v <==
module fifo #(
    parameter data_width = 8,
    parameter fifo_depth = 32,
    parameter addr_width = $clog2(fifo_depth)
) (
    input clk, rst,
    input wr_en,
    input [data_width-1:0] din,
    output full,
    input rd_en,
    output [data_width-1:0] dout,
    output empty
);
    reg [data_width-1:0] mem [fifo_depth-1:0];
    integer k;
    initial begin
        for (k = 0; k < fifo_depth; k = k + 1) begin
            mem[k] = 0;
        end
    end
    reg [addr_width-1:0] rd_ptr, wr_ptr;
    reg rd_ptr_msb, wr_ptr_msb;
    reg [data_width-1:0] data_out;
    wire check_full, check_empty;
    assign check_full = (rd_ptr == wr_ptr) && (rd_ptr_msb != wr_ptr_msb);
    assign check_empty = (rd_ptr == wr_ptr) && (rd_ptr_msb == wr_ptr_msb);
    always@(posedge clk) begin
        if (rst) begin
            rd_ptr <= 0;
            wr_ptr <= 0;
            rd_ptr_msb <= 0;
            wr_ptr_msb <= 0;
        end
        if (!check_full && wr_en) begin
            mem[wr_ptr] <= din;
            if (wr_ptr == fifo_depth - 1) begin
                wr_ptr <= 0;
                wr_ptr_msb <= ~wr_ptr_msb;
            end else
                wr_ptr <= wr_ptr + 1;
        end
        if (!check_empty && rd_en) begin
            data_out <= mem[rd_ptr];
            if (rd_ptr == fifo_depth - 1) begin
                rd_ptr <= 0;
                rd_ptr_msb <= ~rd_ptr_msb;
            end else
                rd_ptr <= rd_ptr + 1;
        end
    end
    assign full = check_full;
    assign empty = check_empty;
    assign dout = data_out;
endmodule
==> /design/flow/run.sh <==
#!/bin/bash
# OpenROAD 26Q1-2900-gdf79404cd8, Yosys 0.63+post, stock flow scripts
make -C /OpenROAD-flow-scripts/flow DESIGN_CONFIG=/design/flow/config.mk WORK_HOME=/design/flow/orfs finish
==> /design/flow/config.mk <==
export PLATFORM = sky130hd
export DESIGN_NAME = fifo
export DESIGN_NICKNAME = fifo
export VERILOG_FILES = /design/flow/design.v
export SDC_FILE = /design/flow/constraint.sdc
export NUM_CORES = 4
export LEC_CHECK = 1
export CORE_UTILIZATION = 40
==> /design/flow/constraint.sdc <==
current_design fifo

set clk_period 10.3
set clk_io_pct 0.2

create_clock -name clk0 -period $clk_period [get_ports {clk}]

set non_clock_inputs [all_inputs -no_clocks]
set_input_delay [expr $clk_period * $clk_io_pct] -clock clk0 $non_clock_inputs
set_output_delay [expr $clk_period * $clk_io_pct] -clock clk0 [all_outputs]
==> out/results.txt <==
DR vias/cell - 5.563
core area - 27030 um^2
status - complete, no violations
Top-area cell share - 74.48%
RSZ-0062 raised after global routing - false
combinational power share - 13.9%
post-synth top area cell - edfxtp_1
FMAX - 0.1917 GHz
synthesized instance count - 572
Req. time, crit path - 8.24 ns
CTS Hold Bufs - 0
placed insts - 919
CP Capture Type - output port
iteration count of the initial detailed-routing pass - 4
most frequent cells in the layout - edfxtp_1 (274), mux2i_1 (52), mux4_2 (39)
largest vdd supply drop - 0.1318 mV
Final Cycle Share - 50.65%
I/O pin count - 22
clock network power share - 37.1%
Area growth, synth to finish - 13.18%
Top cells by area - edfxtp_1 (74%), mux4_2 (8.0%), mux2i_1 (4.7%)
die span in x - 168.2 um
worst r2r src - rd_ptr[0]
Worst Skew - 0.01147 ns
count of buffers from port buffering - 21
post-synthesis cell area - 11050 um^2
Final Instance Area - 12500 um^2
antenna cells - 0
syn_area_per_cell - 19.31 um^2
area of the die - 28290 um^2
Chip Area, Yosys - 11050 um^2
first-pass GRT wire length - 35.05 mm
CP arrival - 3.16 ns
wire length per cell - 23.32 um
Clock Pin Slew Worst Setup and Hold Paths - 0.06 ns
gr usage total - 18.33%
antenna violations before repair - 0
Crit path max-delay family - simple AND/OR/NAND/NOR gates
Congestion Overflow GR - 0
Hold WC Path Type - reg -> reg
Final setup viols - 0
Clock Tree Buf Depth - 3
Pint - 2.019 mW
post-CTS sizing - 0
Seq/Total Area, Yosys - 74.84%
Log Warnings - 28
Setup Buffers After CTS - 0
normalized max-slew margin - 42.55%
Layout Utilization - 46.26%
critical path class - reg -> out
switching power - 639.9 uW
Synthesized registers - 276
Yosys cell types - 42
initial DRC count - 367
Worst Slack Setup Final - 5.083 ns
Root Driver - clkbuf_16
clock insertion delay at the later pin of the skew report - 0.54 ns
met2 routed wirelength - 10.92 mm
layout cell share with drive strength beyond 1 - 16.72%
Tmin final - 5.217 ns
DRC - 0
hold path startpoint - rd_ptr_msb
CTS H-tree depth - 1
yosys cell count - 572
Max Fanout on Critical Path - 22
met3 wire len - 2.294 mm
Worst Max-Slew Pin Slew - 0.8618 ns
clock sinks - 276
vias in the first global route - 5804
DR top layer - met4
FP Util - 40.88%
TritonCTS Buffers - 28
sequential share of power - 49.0%
fin cells - 969
Setup TNS - 0 ns
via count - 5391
CTS tree - yes
Routed WL - 22.59 mm
CP cell instances - xnor2_1 -> nand3_1 -> nor4_1 -> clkdlybuf4s50_1
ANT nets after route - 0
Post-Route M1 WL - 8.996 mm
CP max stage cell - edfxtp_1
DIE HEIGHT - 168.2 um
CP startpoint kind - register
HPWL after DPL - 13.92 mm
PwrDens - 212.6 nW/um^2
Pins Over Slew Limit - 0
Site Rows - 60
max_cap viols - 0
Leakage - 3.963 nW
Ys Warns - 1
Commonest Layout Cell - edfxtp_1
Buf/Inv on CP - 1
count of final hold-check violations - 0
Critical Path Max Stage Delay - 0.82 ns
pre-CTS WS - 5.663 ns
Area after DPL - 11600 um^2
Sw Share - 24.07%
worst reg-to-reg setup slack - 6.99 ns
Worst Setup SP - rd_ptr[2]
Final GP Congestion - 0.8496
pin count of the biggest net entering global routing - 43
-- routing by layer --
layer,up-vias,global-route usage (%)
li1,2422,-
met1,2693,27.41
met2,245,27.54
met3,31,8.451
met4,0,2.964
met5,-,0
-- power groups by stage --
stage / sequential (mW) / clock [mW] / combinational (mW)
CTS: 1.30 / 1.00 / 0.374
global route: 1.31 / 1.04 / 0.403
finish: 1.30 / 0.986 / 0.370
-- Yosys cell counts (all sizes together) --
cell type	instances
o21a	1
ha	7
o221ai	8
dfxtp	2
xnor2	6
nor2b	3
buf	26
nor2	35
clkbuf	7
or3	3
or3b	1
or2	1
inv	5
o211ai	8
nor3	9
and2	1
nand3	7
and3	3
mux2i	52
a221oi	8
nor4	1
o22ai	7
a21oi	8
a2111oi	1
nor3b	2
edfxtp	274
o21ai	9
nand2b	3
a211oi	7
xor2	4
mux4	39
a22oi	15
nand3b	4
a31oi	1
nand2	4
-- cell families (layout without fill, tap and decap cells) --
family,count (synthesis),count (layout),synth area share [%]
simple gates,77,77,3.409
flops,276,276,74.84
mux,91,91,12.66
buf+inv,38,94,2.175
fa+ha+maj,7,7,0.7928
xor+xnor,10,10,0.7928
compound gates,73,73,5.324
-- per-stage QoR --
stage	hold WS, ns	total power [mW]
after floorplan	0.4493	1.577
after global placement	0.4640	1.693
after detailed placement	0.4723	1.699
after CTS	0.4925	2.682
after global routing	0.5317	2.753
final	0.4931	2.659
-- sequential cells by signal, summed over array words and instances (netlist names) --
register    cells
wr_ptr_msb      1
rd_ptr          5
mem           256
wr_ptr          5
rd_ptr_msb      1
data_out        8
-- path summary, 6_finish.rpt --
| kind | depth (start not counted) | to |
|---|---|---|
| hold / removal | 1 | rd_ptr_msb |
| setup reg to reg | 5 | data_out[0] |
| setup / recovery | 4 | full |
| hold reg to reg | 1 | rd_ptr_msb |
-- cell type report --
| type | instances | area (um^2) |
|---|---|---|
| fillers | 2207 | 14520 |
| flip-flops and latches | 276 | 8268 |
| multi-input cells | 258 | 2539 |
| clock buffers | 33 | 740.7 |
| well taps | 341 | 426.7 |
| repair buffers | 39 | 345.3 |
| clock inverters | 17 | 165.2 |
| inverters | 5 | 18.77 |
Power is estimated from default activity; no workload was simulated.
