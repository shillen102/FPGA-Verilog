$ cat flow/run.sh
#!/bin/bash
# OpenROAD 26Q1-2900-gdf79404cd8, Yosys 0.63+post, stock flow scripts
make -C /OpenROAD-flow-scripts/flow DESIGN_CONFIG=/design/flow/config.mk WORK_HOME=/design/flow/orfs finish
$ cat flow/config.mk
export PLATFORM = sky130hd
export DESIGN_NAME = piano_scale_rom
export DESIGN_NICKNAME = piano_scale_rom
export VERILOG_FILES = /design/flow/design.v
export SDC_FILE = /design/flow/constraint.sdc
export NUM_CORES = 4
export LEC_CHECK = 1
export CORE_AREA = 10 10 109 109
export DIE_AREA = 0 0 119 119
export SYNTH_MEMORY_MAX_BITS = 65536
$ cat flow/constraint.sdc
current_design piano_scale_rom

set clk_period 2.4
set clk_io_pct 0.2

create_clock -name clk0 -period $clk_period

set non_clock_inputs [all_inputs -no_clocks]
set_input_delay [expr $clk_period * $clk_io_pct] -clock clk0 $non_clock_inputs
set_output_delay [expr $clk_period * $clk_io_pct] -clock clk0 [all_outputs]
$ cat flow/design.v
module piano_scale_rom (input [7:0] address, output reg [23:0] data, output [7:0] last_address);
  assign last_address = 255;
  always @ (*) begin
    case(address)
      8'd0: data = 24'd0;
      8'd1: data = 24'd0;
      8'd2: data = 24'd0;
      8'd3: data = 24'd0;
      8'd4: data = 24'd0;
      8'd5: data = 24'd0;
      8'd6: data = 24'd0;
      8'd7: data = 24'd0;
      8'd8: data = 24'd0;
      8'd9: data = 24'd0;
      8'd10: data = 24'd0;
      8'd11: data = 24'd0;
      8'd12: data = 24'd0;
      8'd13: data = 24'd0;
      8'd14: data = 24'd0;
      8'd15: data = 24'd0;
      8'd16: data = 24'd0;
      8'd17: data = 24'd0;
      8'd18: data = 24'd0;
      8'd19: data = 24'd0;
      8'd20: data = 24'd0;
      8'd21: data = 24'd0;
      8'd22: data = 24'd0;
      8'd23: data = 24'd0;
      8'd24: data = 24'd0;
      8'd25: data = 24'd0;
      8'd26: data = 24'd0;
      8'd27: data = 24'd0;
      8'd28: data = 24'd0;
      8'd29: data = 24'd0;
      8'd30: data = 24'd0;
      8'd31: data = 24'd0;
      8'd32: data = 24'd0;
      8'd33: data = 24'd0;
      8'd34: data = 24'd0;
      8'd35: data = 24'd100441;
      8'd36: data = 24'd0;
      8'd37: data = 24'd84461;
      8'd38: data = 24'd67036;
      8'd39: data = 24'd0;
      8'd40: data = 24'd0;
      8'd41: data = 24'd0;
      8'd42: data = 24'd0;
      8'd43: data = 24'd0;
      8'd44: data = 24'd238891;
      8'd45: data = 24'd0;
      8'd46: data = 24'd0;
      8'd47: data = 24'd0;
      8'd48: data = 24'd0;
      8'd49: data = 24'd0;
      8'd50: data = 24'd225483;
      8'd51: data = 24'd200883;
      8'd52: data = 24'd0;
      8'd53: data = 24'd168922;
      8'd54: data = 24'd150492;
      8'd55: data = 24'd134073;
      8'd56: data = 24'd0;
      8'd57: data = 24'd0;
      8'd58: data = 24'd0;
      8'd59: data = 24'd0;
      8'd60: data = 24'd477781;
      8'd61: data = 24'd0;
      8'd62: data = 24'd0;
      8'd63: data = 24'd0;
      8'd64: data = 24'd112742;
      8'd65: data = 24'd0;
      8'd66: data = 24'd637762;
      8'd67: data = 24'd758432;
      8'd68: data = 24'd803531;
      8'd69: data = 24'd94804;
      8'd70: data = 24'd0;
      8'd71: data = 24'd675686;
      8'd72: data = 24'd601969;
      8'd73: data = 24'd59723;
      8'd74: data = 24'd536292;
      8'd75: data = 24'd0;
      8'd76: data = 24'd0;
      8'd77: data = 24'd506192;
      8'd78: data = 24'd568182;
      8'd79: data = 24'd0;
      8'd80: data = 24'd0;
      8'd81: data = 24'd119446;
      8'd82: data = 24'd89483;
      8'd83: data = 24'd901932;
      8'd84: data = 24'd79720;
      8'd85: data = 24'd63274;
      8'd86: data = 24'd715864;
      8'd87: data = 24'd106414;
      8'd88: data = 24'd851311;
      8'd89: data = 24'd71023;
      8'd90: data = 24'd955564;
      8'd91: data = 24'd0;
      8'd92: data = 24'd0;
      8'd93: data = 24'd0;
      8'd94: data = 24'd75246;
      8'd95: data = 24'd0;
      8'd96: data = 24'd0;
      8'd97: data = 24'd0;
      8'd98: data = 24'd318881;
      8'd99: data = 24'd379215;
      8'd100: data = 24'd401766;
      8'd101: data = 24'd189608;
      8'd102: data = 24'd0;
      8'd103: data = 24'd337843;
      8'd104: data = 24'd300984;
      8'd105: data = 24'd119446;
      8'd106: data = 24'd268146;
      8'd107: data = 24'd0;
      8'd108: data = 24'd0;
      8'd109: data = 24'd253096;
      8'd110: data = 24'd284091;
      8'd111: data = 24'd0;
      8'd112: data = 24'd0;
      8'd113: data = 24'd238891;
      8'd114: data = 24'd178966;
      8'd115: data = 24'd450967;
      8'd116: data = 24'd159795;
      8'd117: data = 24'd126548;
      8'd118: data = 24'd357932;
      8'd119: data = 24'd212828;
      8'd120: data = 24'd425657;
      8'd121: data = 24'd142045;
      8'd122: data = 24'd477781;
      8'd123: data = 24'd0;
      8'd124: data = 24'd0;
      8'd125: data = 24'd0;
      8'd126: data = 24'd0;
      8'd127: data = 24'd0;
      8'd128: data = 24'd0;
      8'd129: data = 24'd0;
      8'd130: data = 24'd0;
      8'd131: data = 24'd0;
      8'd132: data = 24'd0;
      8'd133: data = 24'd0;
      8'd134: data = 24'd0;
      8'd135: data = 24'd0;
      8'd136: data = 24'd0;
      8'd137: data = 24'd0;
      8'd138: data = 24'd0;
      8'd139: data = 24'd0;
      8'd140: data = 24'd0;
      8'd141: data = 24'd0;
      8'd142: data = 24'd0;
      8'd143: data = 24'd0;
      8'd144: data = 24'd0;
      8'd145: data = 24'd0;
      8'd146: data = 24'd0;
      8'd147: data = 24'd0;
      8'd148: data = 24'd0;
      8'd149: data = 24'd0;
      8'd150: data = 24'd0;
      8'd151: data = 24'd0;
      8'd152: data = 24'd0;
      8'd153: data = 24'd0;
      8'd154: data = 24'd0;
      8'd155: data = 24'd0;
      8'd156: data = 24'd0;
      8'd157: data = 24'd0;
      8'd158: data = 24'd0;
      8'd159: data = 24'd0;
      8'd160: data = 24'd0;
      8'd161: data = 24'd0;
      8'd162: data = 24'd0;
      8'd163: data = 24'd0;
      8'd164: data = 24'd0;
      8'd165: data = 24'd0;
      8'd166: data = 24'd0;
      8'd167: data = 24'd0;
      8'd168: data = 24'd0;
      8'd169: data = 24'd0;
      8'd170: data = 24'd0;
      8'd171: data = 24'd0;
      8'd172: data = 24'd0;
      8'd173: data = 24'd0;
      8'd174: data = 24'd0;
      8'd175: data = 24'd0;
      8'd176: data = 24'd0;
      8'd177: data = 24'd0;
      8'd178: data = 24'd0;
      8'd179: data = 24'd0;
      8'd180: data = 24'd0;
      8'd181: data = 24'd0;
      8'd182: data = 24'd0;
      8'd183: data = 24'd0;
      8'd184: data = 24'd0;
      8'd185: data = 24'd0;
      8'd186: data = 24'd0;
      8'd187: data = 24'd0;
      8'd188: data = 24'd0;
      8'd189: data = 24'd0;
      8'd190: data = 24'd0;
      8'd191: data = 24'd0;
      8'd192: data = 24'd0;
      8'd193: data = 24'd0;
      8'd194: data = 24'd0;
      8'd195: data = 24'd0;
      8'd196: data = 24'd0;
      8'd197: data = 24'd0;
      8'd198: data = 24'd0;
      8'd199: data = 24'd0;
      8'd200: data = 24'd0;
      8'd201: data = 24'd0;
      8'd202: data = 24'd0;
      8'd203: data = 24'd0;
      8'd204: data = 24'd0;
      8'd205: data = 24'd0;
      8'd206: data = 24'd0;
      8'd207: data = 24'd0;
      8'd208: data = 24'd0;
      8'd209: data = 24'd0;
      8'd210: data = 24'd0;
      8'd211: data = 24'd0;
      8'd212: data = 24'd0;
      8'd213: data = 24'd0;
      8'd214: data = 24'd0;
      8'd215: data = 24'd0;
      8'd216: data = 24'd0;
      8'd217: data = 24'd0;
      8'd218: data = 24'd0;
      8'd219: data = 24'd0;
      8'd220: data = 24'd0;
      8'd221: data = 24'd0;
      8'd222: data = 24'd0;
      8'd223: data = 24'd0;
      8'd224: data = 24'd0;
      8'd225: data = 24'd0;
      8'd226: data = 24'd0;
      8'd227: data = 24'd0;
      8'd228: data = 24'd0;
      8'd229: data = 24'd0;
      8'd230: data = 24'd0;
      8'd231: data = 24'd0;
      8'd232: data = 24'd0;
      8'd233: data = 24'd0;
      8'd234: data = 24'd0;
      8'd235: data = 24'd0;
      8'd236: data = 24'd0;
      8'd237: data = 24'd0;
      8'd238: data = 24'd0;
      8'd239: data = 24'd0;
      8'd240: data = 24'd0;
      8'd241: data = 24'd0;
      8'd242: data = 24'd0;
      8'd243: data = 24'd0;
      8'd244: data = 24'd0;
      8'd245: data = 24'd0;
      8'd246: data = 24'd0;
      8'd247: data = 24'd0;
      8'd248: data = 24'd0;
      8'd249: data = 24'd0;
      8'd250: data = 24'd0;
      8'd251: data = 24'd0;
      8'd252: data = 24'd0;
      8'd253: data = 24'd0;
      8'd254: data = 24'd0;
      8'd255: data = 24'd0;
    endcase
  end
endmodule
==> flow_metrics.env <==
# physical design summary
export IMPL_status="finished, violations left"
export IMPL_violations="negative setup slack"
export IMPL_cts_hold_fix_buffers=0
export IMPL_grt_overflow=0
export IMPL_finalHoldViolations=0
export IMPL_routed_wl_um=14700
export IMPL_first_iter_violations=361
export IMPL_diodes=0
export IMPL_track_usage_pct=18.8
export IMPL_antenna_found_initial=0
export IMPL_cpPeakStageDelay_ns=0.38
export IMPL_die_h_um=119
export IMPL_place_gp_congestion=1.13
export IMPL_area_growth_pct=109
export IMPL_coreArea_mm2=0.00964
export IMPL_ys_chip_area_mm2=0.00229
export IMPL_warning_count=41
export IMPL_tns_ns=-2.19
export IMPL_worstSetupStartpointType="primary input"
export IMPL_worstPathArrival_ns=2.09
export IMPL_routed_via_count=3808
export IMPL_dpl_cell_area_mm2=0.00359
export IMPL_drc=0
export IMPL_cpLargestDelayFamily="AND-OR/OR-AND gates"
export IMPL_path_buffers=3
export IMPL_crit_slowest_cell="a222oi_1"
export IMPL_yosysSeqAreaShare_pct=0
export IMPL_flop_area_um2=0
export IMPL_min_path_cells=3
export IMPL_die_w_um=119
export IMPL_power_density_mw_per_mm2=200
export IMPL_slew_viol_final=0
export IMPL_row_count=36
export IMPL_hpwl_um=10900
export IMPL_hp_class="primary input to primary output"
export IMPL_yosysTopAreaCell="a21oi_1"
export IMPL_drtPass1Iterations=5
export IMPL_ys_types=69
export IMPL_grt_max_degree=30
export IMPL_post_synth_most_frequent_cells="nor2_1, a21oi_1, nand2_1"
export IMPL_drive_gt1_share_pct=62.0
export IMPL_ant_nets=0
export IMPL_period_needed_ns=2.57
export IMPL_rsz0062_at_grt="true"
export IMPL_syn_area_mm2=0.00229
export IMPL_finalPower_mw=0.957
export IMPL_ys_cells=374
export IMPL_flops=0
export IMPL_cp_end_kind="primary output"
export IMPL_finalSetupViolations=19
export IMPL_initial_core_util_pct=23.8
export IMPL_fmax_ghz=0.388
export IMPL_leakage_nw=2.03
export IMPL_dieArea_mm2=0.0142
export IMPL_yosysWarnings=1
export IMPL_viasPerCell=5.64
export IMPL_io_buffers=28
export IMPL_holdPathEnd="data[17]"
export IMPL_synthCells=374
export IMPL_fin_area_mm2=0.00479
export IMPL_ir_drop_v=0.0000614
export IMPL_criticalPathCategory="primary input to primary output"
export IMPL_tightest_slew_ns=0.655
export IMPL_cp_data_required_time_ns=1.92
export IMPL_critPathMaxFanout=7
export IMPL_holdWs_ns=1.46
export IMPL_finalClockPeriodUsage_pct=107
export IMPL_stdcell_count=675
export IMPL_grt_pass1_vias=3719
export IMPL_wl_per_cell_um=21.7
export IMPL_top_cell_area_share_pct=7.21
export IMPL_io_pins=40
export IMPL_relSlewSlack_pct=56.2
export IMPL_holdCritStartpoint="address[7]"
export IMPL_dp_cells=634
export IMPL_synth_avg_cell_area_um2=6.13
export IMPL_cap_violations=0
export IMPL_grt_pass1_wl_um=21500
export IMPL_most_common_cell="nor2_1"
export IMPL_cp_cell_sequence="buf_8, inv_4, ha_4, nor2b_4, nand2_1, o211ai_1, o31ai_1, a222oi_1, buf_2"
export IMPL_synth_area_top_cells="a21oi_1, o21ai_0, nand2b_1, nor2_1, buf_4"
export IMPL_nClkBuffers=0
export IMPL_fill_cells=883
export IMPL_worst_slack_ns=-0.174
==> routing by layer <==
layer  vias to the layer above  GRT usage (%)  part of all wire [%]
met5                         -              0                     0
met4                         0           7.02                   4.4
met2                       258           29.8                    44
met1                      1783           25.1                    42
li1                       1727              -                     -
met3                        40           3.07                   9.7
==> logic make-up after synthesis <==
logic type	Yosys count	share of synthesized area, %
mux	1	0.437
buf+inv	61	15.2
other cells	2	0.328
xor+xnor	2	0.764
compound gates	154	46.8
simple gates	146	32.1
fa+ha+maj	8	4.37
==> placed cells by master, fill, tap and decap left out, types with 4 or more instances in the layout <==
| cell | n |
|---|---|
| nand2b_4 | 10 |
| nand3_1 | 8 |
| o22ai_1 | 5 |
| ha_4 | 8 |
| nor2_1 | 23 |
| o21ai_1 | 9 |
| buf_12 | 10 |
| a21oi_1 | 20 |
| nand2_1 | 27 |
| a21oi_4 | 5 |
| nor2b_1 | 5 |
| conb_1 | 12 |
| nor2_4 | 11 |
| nand2b_1 | 10 |
| a21oi_2 | 8 |
| nor3_2 | 5 |
| buf_4 | 141 |
| a31oi_1 | 7 |
| o311a_1 | 4 |
| o21ai_2 | 7 |
| o211ai_1 | 7 |
| buf_2 | 18 |
| buf_6 | 31 |
| a211oi_2 | 6 |
| buf_8 | 6 |
| nor3_1 | 4 |
| o21ai_0 | 12 |
| nand2_2 | 5 |
==> power by group <==
group / internal [mW] / leakage, nW / switching (mW)
registers: 0 / 0 / 0
logic: 0.470 / 2.03 / 0.487
clock network: 0 / 0 / 0
total: 0.470 / 2.03 / 0.487
==> worst max path at each step <==
stage,from,to,slack [ns],cells after the start
6_report,address[1],data[6],-0.17,9
5_1_grt,address[1],data[8],-0.24,11
4_1_cts,address[1],data[18],-0.20,11
==> cell type report <==
| class | instances | area (um^2) | area share (%) |
|---|---|---|---|
| inverters | 7 | 31.3 | 0.653 |
| multi-input cells | 323 | 2760 | 57.6 |
| well taps | 133 | 166 | 3.47 |
| repair buffers | 212 | 1830 | 38.2 |
==> through the flow <==
stage	worst slack (ns)	utilization (%)
global route	-0.242	49.7
floorplan	0.00883	-
global placement	-1.26	37.3
CTS	-0.202	46.9
detailed placement	-1.20	37.3
finish	-0.174	49.7
==> tightest hold or removal path: stages <==
cell and delay, ns:
dlygate4sd2_1 0.27, o32ai_2 0.11, buf_2 0.11
==> what timing repair did <==
action                                  in CTS  in global routing
endpoints found under the setup margin      20                 20
gates resized                              241                 62
pin swaps                                   66                 54
setup buffers                               38                  8
Power and IR drop assume default switching activity.
